## flow/run.sh

```bash
#!/bin/bash
# OpenROAD 26Q1-2900-gdf79404cd8, Yosys 0.63+post, stock flow scripts
make -C /OpenROAD-flow-scripts/flow DESIGN_CONFIG=/design/flow/config.mk WORK_HOME=/design/flow/orfs finish
```

## flow/config.mk

```make
export PLATFORM = sky130hd
export DESIGN_NAME = full_protocol
export DESIGN_NICKNAME = full_protocol
export VERILOG_FILES = /design/flow/design.v
export SDC_FILE = /design/flow/constraint.sdc
export NUM_CORES = 4
export LEC_CHECK = 1
export CORE_UTILIZATION = 50
```

## flow/constraint.sdc

```tcl
current_design full_protocol

set clk_period 3.2
set clk_io_pct 0.2

create_clock -name clk0 -period $clk_period [get_ports {clk}]

set non_clock_inputs [all_inputs -no_clocks]
set_input_delay [expr $clk_period * $clk_io_pct] -clock clk0 $non_clock_inputs
set_output_delay [expr $clk_period * $clk_io_pct] -clock clk0 [all_outputs]
```

## flow/design.v

```verilog
`timescale 1ns/1ps
module full_protocol
  (
   input            reset,
   input            clk,
   input            data_in,
   output reg       finished,        
   output reg [7:0] cmd_data_out,
   output reg [7:0] length_data_out,
   output reg [7:0] r_data_out,
   output reg [7:0] g_data_out,
   output reg [7:0] b_data_out,
   output reg [7:0] check_data_out,
   output reg [3:0] state
   );
  localparam IDLE         = 4'b0000;  
  localparam RECEIVE_START = 4'b0001;  
  localparam RECEIVE_CMD = 4'b0010;
  localparam RECEIVE_LENGTH = 4'b0011;
  localparam RECEIVE_r_DATA = 4'b0100;
  localparam RECEIVE_g_DATA = 4'b0101;
  localparam RECEIVE_b_DATA = 4'b0110;
  localparam RECEIVE_CHECK = 4'b0111;
  localparam RECEIVE_STOP  = 4'b1000;
  localparam CLEANUP      = 4'b1001;
  reg [6:0] count;  
  reg [2:0] bit_index;  
  reg [3:0] current_state;  
  always @(posedge clk or posedge reset)
  begin
    if (reset) begin
      current_state <= 3'b000; 
	  finished   <= 1'b0;
    end
    else begin case (current_state)
      IDLE : begin state<=0;
          finished<= 1'b0;
          count <= 0;
          bit_index   <= 0;         
          if (data_in == 1'b0)           
            current_state <= RECEIVE_START;
          else
            current_state <= IDLE;
        end
      RECEIVE_START : begin state<=1;
          if (count == 50) begin
				if (data_in == 1'b0) begin
					count <= 0; 
					current_state <= RECEIVE_CMD;
					end
            	else
            		current_state <= IDLE;
          		end
          else begin
            count <= count + 1;
            current_state <= RECEIVE_START;
          end
        end 
      RECEIVE_CMD : begin state<=2;
          if (count < 100) begin
            count <= count + 1;
            current_state <= RECEIVE_CMD;
          end else
          begin
            count <= 0;
            cmd_data_out[bit_index] <= data_in;
            if (bit_index < 7)
            begin
              bit_index <= bit_index + 1;
              current_state   <= RECEIVE_CMD;
            end
            else
            begin
              bit_index <= 0;
              current_state   <= RECEIVE_LENGTH;
            end
          end
        end 
       RECEIVE_LENGTH : begin state<=3;
          if (count < 100) begin
            count <= count + 1;
            current_state <= RECEIVE_LENGTH;
          end else
          begin
            count <= 0;
            length_data_out[bit_index] <= data_in;
            if (bit_index < 7)
            begin
              bit_index <= bit_index + 1;
              current_state   <= RECEIVE_LENGTH;
            end
            else
            begin
              bit_index <= 0;
              current_state   <= RECEIVE_r_DATA;
            end
          end
        end      
       RECEIVE_r_DATA : begin state<=4;
          if (count < 100) begin
            count <= count + 1;
            current_state <= RECEIVE_r_DATA;
          end else
          begin
            count <= 0;
            r_data_out[bit_index] <= data_in;
            if (bit_index < 7) begin
              bit_index <= bit_index + 1;
              current_state   <= RECEIVE_r_DATA;
            end
            else begin
              bit_index <= 0;
			  if(length_data_out==8'h01)
              	current_state   <= RECEIVE_CHECK;
                else
			  	current_state   <= RECEIVE_g_DATA;
            end
          end
        end   
		RECEIVE_g_DATA : begin state<=5;
          if (count < 100) begin
            count <= count + 1;
            current_state <= RECEIVE_g_DATA;
          end else
          begin
            count <= 0;
            g_data_out[bit_index] <= data_in;
            if (bit_index < 7)
            begin
              bit_index <= bit_index + 1;
              current_state   <= RECEIVE_g_DATA;
            end
            else
            begin
              bit_index <= 0;
			  if(length_data_out==2)begin
              	current_state   <= RECEIVE_CHECK;
			  end else
			  	current_state   <= RECEIVE_b_DATA;
            end
          end
        end 
		RECEIVE_b_DATA : begin state<=6;
          if (count < 100) begin
            count <= count + 1;
            current_state <= RECEIVE_b_DATA;
          end else
          begin
            count <= 0;
            b_data_out[bit_index] <= data_in;
            if (bit_index < 7)
            begin
              bit_index <= bit_index + 1;
              current_state   <= RECEIVE_b_DATA;
            end
            else
            begin
              bit_index <= 0;
			  current_state   <= RECEIVE_CHECK;
            end
          end
        end 
		RECEIVE_CHECK : begin state<=7;
          if (count < 100) begin
            count <= count + 1;
            current_state <= RECEIVE_CHECK;
          end else
          begin
            count <= 0;
            check_data_out[bit_index] <= data_in;
            if (bit_index < 7)
            begin
              bit_index <= bit_index + 1;
              current_state   <= RECEIVE_CHECK;
            end
            else
            begin
              bit_index <= 0;
			  current_state   <= RECEIVE_STOP;
            end
          end
        end 
      RECEIVE_STOP : begin state<=8;
          if (count < 100)
          begin
            count <= count + 1;
            current_state<= RECEIVE_STOP;
          end
          else
          begin
            finished<= 1'b1;
            count <= 0;
            current_state<= CLEANUP;
          end
        end 
      CLEANUP : begin state<=9;
          current_state <= IDLE;
          finished   <= 1'b0;
        end
      default :
        current_state <= IDLE;
    endcase
    end 
  end
endmodule 
```

==> impl_metrics.toml <==
# generated from flow reports
[place]
hpwlAfterDp_mm = 4.90
dp.cells = 385
placed_area_mm2 = 0.00404
gp_congestion = 0.798
port-buffer-count = 55

[clock_network]
clock_sinks = 73
clock_path_buffers = 2
cts_tree = "yes"
hold_buffers = 0
numCtsBuffers = 9
clkTransAtPathRegs_ns = 0.08
post_cts.repair.setup_buffers = 0
htreeDepth = 3
postCtsResizedCells = 0
root_buffer = "clkbuf_8"
insertion_delay_ns = 0.34

[power]
ir_worst_vdd_mv = 0.521
power_density_mw_per_mm2 = 699
p_leak_nw = 1.68

[route]
drc = 0
ant_nets = 0
drt_wl_total_mm = 7.19
routedWlPerCell_um = 17.9
viasPerCell = 5.80
antenna_cells = 0
route.vias.total = 2326
drt_first_pass_iters = 17
drtIter0Drc = 120

[synthesis]
yosysWarnings = 1
edf_count = 62
yosysTopAreaCellShare_pct = 54.3
syn-cell-area_mm2 = 0.00343
yosys-stat-area_mm2 = 0.00343
yosysUniqueCellTypes = 44
topCellsByArea = "edfxtp_1 (54%), a21o_1 (8.1%), dfrtp_1 (7.3%)"
avgSynthCellArea_um2 = 13.2
synthCells = 259
synthTopCellsByCount = "edfxtp_1 (62), a21o_1 (37), nand2_1 (20), nor2_1 (14), o21ai_0 (11)"
ys_seq_elements = 73
top_area_cell = "edfxtp_1"
yosysMostFrequentCell = "edfxtp_1"
yosys_cells = 259
ys_seq_share_pct = 62.3
ff_type = "edfxtp_1"
ys_async_sr_fraction_pct = 15.1

[timing]
fmax_mhz = 412
relSlewSlack_pct = 51.3
fin_crit_sh_pct = 75.8
slew_violations = 0
period_minus_slack_ns = 2.42
worst_slew_pin_slew_ns = 0.725
setup_viol = 0
holdWs_ns = 0.513
finalSetupTns_ns = 0
fin_skew_ns = 0.00692
final_hold_viol_count = 0
rsz0062_at_grt = "no"

[layout]
final_core_util_pct = 65.8
syn_to_final_growth_pct = 24.5
drive_gt1_share_pct = 11.1
design_area_mm2 = 0.00427
nFillCells = 502
comb_area_mm2 = 0.00122
fin_cells = 401
flop_area_mm2 = 0.00214

[critical_path]
crit_path_start_kind = "flip-flop"
crit_arrival_ns = 2.51
cp_max_fo = 18
end_kind = "flip-flop"
cp_data_required_time_ns = 3.29
critical_path_class = "reg2reg"

[grt]
grt_usage_pct = 22.2
grt_max_degree = 19
grt.overflow.total = 0
grt_pass1_vias = 2095
antenna_found_initial = 0
grt_pass1_wl_mm = 11.4

[flow_run]
maxCapViolCount = 0
warnings = 31

[floorplanning]
io_pins = 56
chipArea_mm2 = 0.00720
die_x_um = 84.8
core_area_mm2 = 0.00649
std_cell_rows = 29
fp.dieH_um = 84.8
fp_util_pct = 52.8

[hold_path]
holdCritPathClass = "reg2reg"

[run_status]
status = "finished clean"
[path summary, 6_finish.rpt]
kind	start	to	slack, ns	cells after the start
worst max-delay path	bit_index[0]	r_data_out[4]	0.78	5
worst min-delay path	finished	finished	0.51	2
min in group asynchronous	reset	current_state[1]	0.74	2
worst min register to register	finished	finished	0.51	2
worst max register to register	bit_index[0]	r_data_out[4]	0.78	5
max in group asynchronous	reset	current_state[0]	2.12	2
[cell type report]
type / count / share of cell area, %
Tap cell: 77 / 2.25
Sequential cell: 73 / 50.0
Clock buffer: 10 / 2.99
Inverter: 8 / 0.703
Multi-Input combinational cell: 171 / 28.5
Timing Repair Buffer: 56 / 13.1
Clock inverter: 6 / 2.49
[metal layers]
layer  track usage (%)  wire length, um
met1              39.7             3380
met2              27.6             2940
met3              10.7              765
met4              3.85              100
met5                 0                0
[where the power goes]
group	leakage (nW)	internal (W)	switching (W)	total [W]
registers	0.708	0.00125	0.000186	0.00143
logic	0.855	0.000339	0.000365	0.000704
clock network	0.114	0.000514	0.000333	0.000847
[kinds of logic after synthesis]
kind of cell,Yosys count,share of synthesized area (%)
AOI/OAI and AO/OA,75,16.8
adders and majority gates,7,2.55
and+or+nand+nor,74,11.6
buffers and inverters,15,2.22
xor gates and xnor gates,5,1.28
muxes,10,3.21
DFF,73,62.3
[registers in the layout, indices dropped and copies added, names as in the netlist]
register and count:
length_data_out 8, g_data_out 8, b_data_out 8, current_state 10, count 7, bit_index 3
state 4, r_data_out 8, check_data_out 8, finished 1, cmd_data_out 8
[worst max-delay path, cell delays in order, from the launching register on]
cell and delay (ns):
edfxtp_1 0.68, inv_1 0.13, ha_1 0.31, or3b_4 0.44, a21boi_4 0.24, mux2_2 0.36
[layout by cell type (no fill, tap or decap), drive strengths merged, types with 2 or more instances in the layout]
cell and n:
a21o 37, a21oi 10, a22oi 2, and2 6, bufinv 3, clkbuf 10, clkdlybuf4s50 55, clkinv 2
dfrtp 10, edfxtp 62, ha 7, inv 8, mux2 8, mux2i 2, nand2 20, nand2b 2
nand3 6, nand3b 4, nand4 2, nor2 14, nor3 4, o21ai 11, o41ai 6, or2 3
or3 4, or4 2, or4b 2, xnor2 2, xor2 3
[per-stage QoR]
stage / power, W / worst slack [ns]
floorplan: 0.00191 / 0.818
global placement: 0.00214 / 0.834
detailed placement: 0.00215 / 0.789
CTS: 0.00300 / 0.777
global route: 0.00316 / 0.644
finish: 0.00299 / 0.776
No activity file was given, so power comes from the tool's default toggle rates.
